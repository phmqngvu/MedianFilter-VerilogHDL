===== flow/config.mk =====
export PLATFORM = sky130hd
export DESIGN_NAME = median_3x3
export DESIGN_NICKNAME = median_3x3
export VERILOG_FILES = /design/flow/design.v
export SDC_FILE = /design/flow/constraint.sdc
export NUM_CORES = 4
export LEC_CHECK = 1
export CORE_UTILIZATION = 30

===== flow/run.sh =====
#!/bin/bash
# OpenROAD 26Q1-2900-gdf79404cd8, Yosys 0.63+post, stock flow scripts
make -C /OpenROAD-flow-scripts/flow DESIGN_CONFIG=/design/flow/config.mk WORK_HOME=/design/flow/orfs finish

===== flow/constraint.sdc =====
current_design median_3x3

set clk_period 12.1
set clk_io_pct 0.2

create_clock -name clk0 -period $clk_period [get_ports {clk}]

set non_clock_inputs [all_inputs -no_clocks]
set_input_delay [expr $clk_period * $clk_io_pct] -clock clk0 $non_clock_inputs
set_output_delay [expr $clk_period * $clk_io_pct] -clock clk0 [all_outputs]

===== flow/design.v =====
module find_min_max(
	input [8 - 1 : 0] a,
	input [8 - 1 : 0] b,
	output [8 - 1 : 0] min,
	output [8 - 1 : 0] max
);
	assign min = (a > b) ? b : a;
	assign max = (a > b) ? a : b;
endmodule
module find_min_mid_max(
	input [8 - 1 : 0] a,
	input [8 - 1 : 0] b,
	input [8 - 1 : 0] c,
	output [8 - 1 : 0] min,
	output [8 - 1 : 0] mid,
	output [8 - 1 : 0] max
);
	wire [8 - 1 : 0] ab_min;
	wire [8 - 1 : 0] ab_max;
	wire [8 - 1 : 0] mid_temp;
	find_min_max u1(.a(a), .b(b), .min(ab_min), .max(ab_max));
	find_min_max u2(.a(ab_max), .b(c), .min(mid_temp), .max(max));
	find_min_max u3(.a(ab_min), .b(mid_temp), .min(min), .max(mid));
endmodule
module median_3x3(
	input clk,
	input [8 - 1 : 0] i_p0, i_p1, i_p2,
	input [8 - 1 : 0] i_p3, i_p4, i_p5,
	input [8 - 1 : 0] i_p6, i_p7, i_p8,
	output reg [8 - 1 : 0] o_median
);
	wire [8 - 1 : 0] w_r0_min, w_r0_mid, w_r0_max;
	wire [8 - 1 : 0] w_r1_min, w_r1_mid, w_r1_max;
	wire [8 - 1 : 0] w_r2_min, w_r2_mid, w_r2_max;
	find_min_mid_max u1(.a(i_p0), .b(i_p1), .c(i_p2), .min(w_r0_min), .mid(w_r0_mid), .max(w_r0_max));
	find_min_mid_max u2(.a(i_p3), .b(i_p4), .c(i_p5), .min(w_r1_min), .mid(w_r1_mid), .max(w_r1_max));
	find_min_mid_max u3(.a(i_p6), .b(i_p7), .c(i_p8), .min(w_r2_min), .mid(w_r2_mid), .max(w_r2_max));
	reg [8 - 1 : 0] r0_min, r0_mid, r0_max;
	reg [8 - 1 : 0] r1_min, r1_mid, r1_max;
	reg [8 - 1 : 0] r2_min, r2_mid, r2_max;
	wire [8 - 1 : 0] w_max_of_min, w_mid_of_mid, w_min_of_max;
	find_min_mid_max u4(.a(r0_min), .b(r1_min), .c(r2_min), .max(w_max_of_min));
	find_min_mid_max u5(.a(r0_mid), .b(r1_mid), .c(r2_mid), .mid(w_mid_of_mid));
	find_min_mid_max u6(.a(r0_max), .b(r1_max), .c(r2_max), .min(w_min_of_max));
	reg [8 - 1 : 0] max_of_min, mid_of_mid, min_of_max;
	wire [8 - 1 : 0] w_median;
	find_min_mid_max u7(.a(max_of_min), .b(mid_of_mid), .c(min_of_max), .mid(w_median));
	always @(posedge clk) begin
		r0_min <= w_r0_min; r0_mid <= w_r0_mid; r0_max <= w_r0_max; 
		r1_min <= w_r1_min; r1_mid <= w_r1_mid; r1_max <= w_r1_max; 
		r2_min <= w_r2_min; r2_mid <= w_r2_mid; r2_max <= w_r2_max; 
		max_of_min <= w_max_of_min;
		mid_of_mid <= w_mid_of_mid;
		min_of_max <= w_min_of_max;
		o_median <= w_median;
	end
endmodule

==> CHANGELOG.md <==
### Physical design

- Via/cell ratio: 5.153
- OpenROAD warnings: 25
- CTS resizes: 0
- Core area: 30590 sq um
- Ratio of cells with drive above 1 in the final layout: 14.88%
- Post-synthesis async set-or-reset flop share: 0%
- Initial antenna violation count: 0
- Clock H-tree levels: 3
- Post-CTS Setup Inserts: 0
- Final worst path period share: 69.31%
- Global-route wire length before repair: 40740 um
- GR Util met2: 27.12%
- IO Count: 81
- Most used cell, CP: ha_1
- Largest net degree at the start of global routing: 37
- Leakage Power: 0.004892 uW
- Syn-to-layout area delta: 15.94%
- Post-synthesis register bit count: 104
- GR peak layer: met2
- CTS tree: yes
- Max Root-Sink Buffers: 2
- HPWL after detailed placement: 21450 um
- Die width: 178.4 um
- Routed Antenna Nets: 0
- Cts bufs inserted: 9
- Crit path kind: primary input to register
- Port bufs: 80
- Critical path arrival: 8.67 ns
- Wire per inst: 16.53 um
- RSZ-0062 raised after global routing: no
- Crit path buf inv count: 4
- Clk slew on worst S/H paths: 0.07 ns
- Ys Warns: 1
- Antenna diodes: 0
- Critical path cell sequence: clkdlybuf4s50_1, inv_1, ha_1, nor2b_1, o211ai_1, a21oi_1, o31ai_4, buf_4, mux2_2, ha_1, and3_4, a221o_1, a21oi_2, a31oi_4, buf_4, mux2i_1, ha_1, nor2b_1, o211ai_1, a21oi_1, o22a_1, mux2i_2, o221a_2
- Final min period: 8.386 ns
- Drt drc: 0
- Synthesis area per yosys: 9333 sq um
- Setup TNS Final: 0 ns
- Post-layout util: 35.37%
- Hold buffers post-CTS: 0
- Clock Skew: 0.01029 ns
- Total Power: 3586 uW
- Final Wtd Congestion: 0.9200
- Via Count: 8033
- Max-cap violations: 0
- Final WS setup: 3.714 ns
- CP delay by family, top: AND-OR/OR-AND gates
- Worst-path fanout max: 24
- Floorplan utilization: 30.51%
- Startpoint types: primary input
- Clock root cell: clkbuf_16
- Cells after Synth: 1088
- Vias in the first global route: 7502
- EDFF count, synth: 0
- Peak supply drop: 0.0002154 V
- Hold Crit Class: register to register
- Max Fclk: 0.1192 GHz
- Die Span Y: 178.4 um
- Top FF cell, synth: dfxtp_1
- Rows: 64
- PwrDens: 331.4 nW/um^2
- Max-slew violation count: 0
- Worst Tran Pin Value: 0.7684 ns
- Final setup vio count: 0
- CP Capture Type: register
- Final wirelength: 25770 um
- Worst-Skew Late Latency: 0.35 ns
- Fin. Hold Viols: 0
- Post-Syn Area: 9333 sq um
- Die ar.: 31820 sq um
- Setup slack at placement: 3.423 ns
- Met1 GRT Util: 24.21%
- Status: finished clean
- Hold slack: 0.5235 ns
- Synth Seq Share: 22.31%
- First-pass DRT Iterations: 7
- Met3 layer usage reported by global route: 2.173%
- Max-slew headroom: 48.43%
- Initial DRC count: 587
- Avg Cell Area, Syn: 8.578 sq um
- Critical path's slowest cell: o22a_1
- Grt ovf: 0
- Slowest stage delay, CP: 0.61 ns
- Sink Count: 104
- CP Data Required Time: 12.38 ns
- Unique cell types: 47
- Cells in synth_stat.txt: 1088
- GRT Total Usage: 16.66%
[metal layers]
| layer | vias up | wire (um) |
|---|---|---|
| li1 | 4149 | - |
| met2 | 186 | 11820 |
| met5 | - | 0 |
| met4 | 0 | 400 |
| met3 | 27 | 1018 |
| met1 | 3671 | 12530 |
[path summary, 6_finish.rpt]
path | from | endpoint | slack, ns | cells after the start
setup / recovery | i_p7[1] | r2_min[1]$_DFF_P_ | 3.71 | 23
hold reg to reg | r2_min[0]$_DFF_P_ | max_of_min[0]$_DFF_P_ | 0.52 | 2
setup reg to reg | r1_max[1]$_DFF_P_ | min_of_max[0]$_DFF_P_ | 6.75 | 22
hold / removal | r2_min[0]$_DFF_P_ | max_of_min[0]$_DFF_P_ | 0.52 | 2
[through the flow]
step                cell area [sq um]  cells
floorplan                        9333   1088
global placement                10550   1543
detailed placement              10550   1543
CTS                             10820   1559
global route                    10820   1559
finish                          10820   1559
[cells in the final DEF, fill, tap and decap left out, types with 11 or more instances in the layout]
cell | Yosys | final
buf_4 | 5 | 11
mux2_2 | 53 | 53
mux2i_1 | 52 | 52
o221a_2 | 61 | 61
dfxtp_1 | 104 | 104
a21oi_1 | 85 | 85
clkdlybuf4s50_1 | 0 | 80
inv_1 | 120 | 120
nand3_1 | 17 | 17
ha_1 | 160 | 160
o21ai_0 | 84 | 84
nor2b_1 | 23 | 23
nand2_1 | 129 | 129
nand4_1 | 36 | 36
nor2_1 | 38 | 38
o211ai_1 | 15 | 15
[final cells by class]
cell class	instances	area, sq um
clock buffers	12	236.5
well taps	396	495.5
fillers	3160	19770
clock inverters	4	37.54
inverters	120	450.4
repair buffers	91	883.3
flip-flops and latches	104	2082
multi-input cells	832	6635
[synthesized netlist by cell type (4+ instances only)]
library cell	instances	area share [%]
nor2_1	38	1.5
mux2_2	53	6.4
nand4_1	36	2.4
ha_1	160	21
a222oi_1	8	0.86
a21o_1	6	0.48
a21oi_2	9	0.84
o22ai_2	4	0.54
buf_4	5	0.40
dfxtp_1	104	22
nand3_1	17	0.91
o22ai_1	5	0.34
mux2i_1	52	5.6
o31ai_4	4	0.91
o211ai_1	15	1.2
o221a_2	61	7.4
nor2b_1	23	1.5
nand2_1	129	5.2
clkbuf_1	9	0.36
buf_2	15	0.80
o21ai_0	84	4.5
nand2b_1	4	0.27
inv_1	120	4.8
a211oi_1	4	0.32
a21oi_1	85	4.6
[worst reg2reg max path, cell delays in order (launching register included)]
cell and delay, ns:
dfxtp_1 0.38, inv_1 0.07, ha_1 0.29, nor2b_1 0.13, o211ai_1 0.16, a21oi_1 0.10
o22ai_2 0.09, buf_4 0.29, mux2_2 0.40, ha_1 0.29, nor2b_1 0.13, o211ai_1 0.15
a21oi_1 0.08, o22ai_1 0.49, buf_4 0.28, mux2i_1 0.19, ha_1 0.25, nor2b_1 0.13
o211ai_1 0.18, a21oi_1 0.09, o22ai_1 0.32, mux2_2 0.47, o221a_2 0.27
[cell families after synthesis]
family	synth area share (%)
and+or+nand+nor	13.13
adders and majority gates	21.45
buffers and inverters	6.596
muxes	12.66
AOI/OAI and AO/OA	23.86
DFF	22.31
[power breakdown]
group          total [uW]  switching (uW)  internal, uW  leakage [uW]
clock network         272             129           143      0.000133
registers             640             127           512      0.000877
logic                2670            1500          1180       0.00388
total                3590            1750          1830       0.00489
Power figures rest on the tool's default switching activity, not on a simulated workload.
